<file path="design/flow/design.v">
`timescale 1ns / 1ps
module registerFile(
    input [63:0] WriteData,
    input [4:0] rs1,
    input [4:0] rs2,
    input [4:0] rd,
    input regWrite,
    input clk,
    input reset,
    output reg [63:0] ReadData1,
    output reg [63:0] ReadData2
);
    reg [63:0] Registers[31:0];
    initial begin
        Registers[0] = 64'd0;
        Registers[1] = 64'd1;
        Registers[2] = 64'd2;
        Registers[3] = 64'd6;
        Registers[4] = 64'd4;
        Registers[5] = 64'd5;
        Registers[6] = 64'd6;
        Registers[7] = 64'd7;
        Registers[8] = 64'd8;
        Registers[9] = 64'd9;
        Registers[10] = 64'd10;
        Registers[11] = 64'd11;
        Registers[12] = 64'd12;
        Registers[13] = 64'd13;
        Registers[14] = 64'd14;
        Registers[15] = 64'd15;
        Registers[16] = 64'd16;
        Registers[17] = 64'd17;
        Registers[18] = 64'd18;
        Registers[19] = 64'd19;
        Registers[20] = 64'd20;
        Registers[21] = 64'd21;
        Registers[22] = 64'd22;
        Registers[23] = 64'd23;
        Registers[24] = 64'd24;
        Registers[25] = 64'd25;
        Registers[26] = 64'd26;
        Registers[27] = 64'd27;
        Registers[28] = 64'd28;
        Registers[29] = 64'd29;
        Registers[30] = 64'd30;
        Registers[31] = 64'd31;
    end
    always @(posedge clk) begin
        if (regWrite) begin
            Registers[rd] <= WriteData;
        end
    end
    always @(*) begin
        if (reset) begin
            ReadData1 <= 64'b0;
            ReadData2 <= 64'b0;
        end else begin
            ReadData1 <= (regWrite && (rs1 == rd)) ? WriteData : Registers[rs1];
            ReadData2 <= (regWrite && (rs2 == rd)) ? WriteData : Registers[rs2];
        end
    end
endmodule
</file>
<file path="design/flow/run.sh">
#!/bin/bash
# OpenROAD 26Q1-2900-gdf79404cd8, Yosys 0.63+post, stock flow scripts
make -C /OpenROAD-flow-scripts/flow DESIGN_CONFIG=/design/flow/config.mk WORK_HOME=/design/flow/orfs finish
</file>
<file path="design/flow/config.mk">
export PLATFORM = sky130hd
export DESIGN_NAME = registerFile
export DESIGN_NICKNAME = registerFile
export VERILOG_FILES = /design/flow/design.v
export SDC_FILE = /design/flow/constraint.sdc
export NUM_CORES = 4
export LEC_CHECK = 1
export CORE_UTILIZATION = 40
</file>
<file path="design/flow/constraint.sdc">
current_design registerFile

set clk_period 10.5
set clk_io_pct 0.2

create_clock -name clk0 -period $clk_period [get_ports {clk}]

set non_clock_inputs [all_inputs -no_clocks]
set_input_delay [expr $clk_period * $clk_io_pct] -clock clk0 $non_clock_inputs
set_output_delay [expr $clk_period * $clk_io_pct] -clock clk0 [all_outputs]
</file>
==> deck_impl_summary.md <==
Synthesis and Place & Route Summary

Run status
  – Status: completed

Worst setup path
  – CP Max Fanout: 22
  – Worst Setup Path Type: in -> out
  – Start point of the critical path: rs1[4]
  – Crit path capture type: output pin
  – CP Launch Type: primary input
  – Critical Path AT: 6.56 ns
  – Critical path required time: 8.40 ns

Synthesis
  – Flops after synth: 2048
  – Mapped Area: approximately 94000 um^2
  – Dominant Register Cell: edfxtp_1
  – Synth top cell by count: edfxtp_1
  – Chip area in the Yosys report: around 94000 um^2
  – Ys cells: approximately 4600
  – Post-synth EDFFs: 2048
  – Leading area contributor after synthesis: edfxtp_1
  – Unique masters post-synth: approximately 55
  – Top cell area share: 65.58%
  – Top cells by count: edfxtp_1, mux4_2, o22ai_1
  – Yosys warns: 1
  – Register share after synthesis: 65.58%
  – Gate Count Post-Synth: 4577
  – Syn_area_per_cell: 20.49 um^2
  – Post-synthesis async set-or-reset flop share: 0%
  – Top area cell types: edfxtp_1, mux4_2, o22ai_1, nor2_1, buf_2

Power and ir drop
  – LEAKAGE: 32.98 nW
  – Pwr Density: 170.5 nW/um^2
  – Final Power: 0.01830 W
  – Peak VDD IR: roughly 0.15 mV

Clock tree
  – Clock tree from TritonCTS: yes
  – Clock root cell: clkbuf_16
  – Clk sink count: between 2000 and 2500
  – Post-CTS Setup Bufs: 0
  – Max clock buf depth: 3
  – Worst-path clk slew: approximately 0.06 ns
  – H-Tree Depth: 4
  – Count of hold-fix buffers inserted at cts: 0
  – CTS resizes: 0
  – CTS Buf Count: ~210

Route
  – Via-to-Cell Ratio: 6.538
  – Final WL: 323.1 mm
  – DR iter-0 viols: 3697
  – Drt drc: 0
  – Post-DRT Antenna Nets: 0
  – Detailed-route via count: ~54000
  – Pre-antenna DRT Iters: 5
  – Detailed-route wire length per cell: ~39 um

STA
  – Setup TNS: 0 ns
  – Finish-stage setup viols: 0
  – Period utilisation layout: between 80% and 90%
  – Max frequency: 115.5 MHz
  – Final WS setup: ~1.8 ns
  – RSZ-0062 raised after global routing: false
  – Final Critical Period: just under 9 ns
  – Relative slew slack: between 10 and 15%
  – Max Transition Viols Final: 0
  – Final Hold Fails: 0
  – Slew @ Worst Pin: approximately 1.3 ns

Flow run
  – Tool warnings: 26
  – Max-cap violation count: 0

Floorplan
  – FP Rows: around 180
  – Horiz. Die Dim: between 400 and 500 um
  – Die area: 236400 um^2
  – Die height: 486.2 um
  – Initial Utilization: approximately two fifths
  – I/O Pins: 210
  – Core ar.: 232800 um^2

GRT
  – Largest net degree at the start of global routing: about 92
  – Global-route usage over all layers: 30.51%
  – First-pass GRT wire length: between 400 and 500 mm
  – Initial antenna violation count: 15
  – GRT overflow: 0
  – Vias in the first global route: around 60000

Place
  – IO Port Bufs: between 200 and 250
  – Worst slack, placed: 1.838 ns
  – GPL Wtd Cong: approximately 0.88
  – Hpwl dp: roughly 180 mm

Worst hold path
  – Hold Path Cell Cnt: 2
  – Hold Crit Class: in -> reg
  – Hold Path Origin: WriteData[56]
  – Hold EP: Registers[24][56]

Layout
  – Area delta synth->final: 14.44%
  – Number of flip-flops in the largest register: about 2000
  – Regs by FF count: Registers: 2048 flops
  – Reg with most FFs: Registers
  – Fill cells: about 19000
  – Ratio of cells with drive above 1 in the final layout: ~34%
==> cells by family (layout without fill, tap and decap cells) <==
kind of cell / count (synthesis) / count (layout) / share of synthesized area [%]
AOI/OAI and AO/OA: 595 / 595 / 4.230
DFF: 2048 / 2048 / 65.58
other: 0 / 7 / 0
and+or+nand+nor: 454 / 454 / 2.218
xor gates and xnor gates: 10 / 10 / 0.09340
buffers and inverters: 381 / 889 / 2.268
muxes: 1089 / 1089 / 25.61
==> metrics by stage <==
step / util [%] / hold WS (ns) / area (um^2) / cells
floorplan: - / 2.199 / 93770 / 4577
global placement: 43.12 / 2.936 / 100400 / 7821
detailed placement: 43.13 / 2.945 / 100400 / 7822
CTS: 46.10 / 2.008 / 107300 / 8217
global route: 46.10 / 2.043 / 107300 / 8220
finish: 46.10 / 2.059 / 107300 / 8224
==> worst max-delay path, stage by stage <==
cell and delay, ns:
buf_2 0.61, buf_4 0.47, nor2b_1 0.28, nand2_4 0.36, buf_4 0.59, buf_4 0.67
o22ai_1 0.14, nor4_1 0.41, a22o_1 0.33, clkdlybuf4s50_1 0.51
==> final cells by class <==
class	instances	area [um^2]	area share, %
timing repair buffer	488	4431	4.129
tap	3132	3919	3.652
sequential	2048	61500	57.31
antenna	7	17.52	0.01632
clock inverter	143	1394	1.299
inverter	6	23.77	0.02215
clock buffer	252	5519	5.143
multi-input combinational	2148	30510	28.43
==> worst max path at each step <==
stage | end | slack [ns]
6_report | ReadData1[28] | 1.84
5_1_grt | ReadData2[33] | 1.74
4_1_cts | ReadData2[33] | 1.84
==> metal layers <==
metal / vias up / track usage (%) / part of all wire [%]
li1: 20950 / - / -
met1: 27260 / 33.16 / 29
met2: 4773 / 42.44 / 45
met3: 739 / 27.62 / 21
met4: 47 / 10.19 / 4.5
met5: - / 4.082 / 0.40
==> layout by cell type, fill, tap and decap left out, drive strengths merged, types with 12 or more instances in the layout <==
master / synthesis / routed
nor3: 88 / 88
bufinv: 0 / 22
nand2: 88 / 88
or4: 21 / 21
o21ai: 17 / 17
mux2i: 33 / 33
nor2b: 13 / 13
a22oi: 29 / 29
a21oi: 34 / 34
clkinv: 1 / 112
mux4: 1047 / 1047
clkdlybuf4s50: 0 / 199
o22ai: 408 / 408
buf: 272 / 289
nor2: 183 / 183
inv: 5 / 12
a22o: 43 / 43
clkbuf: 103 / 252
nand3: 19 / 19
edfxtp: 2048 / 2048
==> where the power goes <==
group | total, W | internal (W) | switching [W]
combinational | 0.00162 | 0.000688 | 0.000936
clock | 0.00754 | 0.00429 | 0.00325
sequential | 0.00914 | 0.00910 | 0.0000387
total | 0.0183 | 0.0141 | 0.00422
No activity file was given, so power comes from the tool's default toggle rates.
