### config.mk
export PLATFORM = sky130hd
export DESIGN_NAME = ALU_64bit
export DESIGN_NICKNAME = ALU_64bit
export VERILOG_FILES = /design/flow/design.v
export SDC_FILE = /design/flow/constraint.sdc
export NUM_CORES = 4
export LEC_CHECK = 1
export CORE_UTILIZATION = 40
### constraint.sdc
current_design ALU_64bit

set clk_period 21.2
set clk_io_pct 0.2

create_clock -name clk0 -period $clk_period

set non_clock_inputs [all_inputs -no_clocks]
set_input_delay [expr $clk_period * $clk_io_pct] -clock clk0 $non_clock_inputs
set_output_delay [expr $clk_period * $clk_io_pct] -clock clk0 [all_outputs]
### design.v
`timescale 1ns / 1ps
module ALU_64bit(
    input [63:0]a,
    input [63:0]b,
    input [3:0]op,
    output reg zero,
    output reg [63:0]result
    );
    always @* 
    begin
        if (op == 4'b0000)  
            result = a & b;
        else if (op == 4'b0001)  
            result = a | b;
        else if (op == 4'b0010)  
            result = a + b;
        else if (op == 4'b0110)  
              result = $signed(a) - $signed(b);
        else if (op == 4'b1100)  
            result = ~(a | b);
        else if (op == 4'b1101)  
            result = ~(a & b);
        else if (op == 4'b1000)  
            result = a*(2**b);
        else if (op == 4'b0111)  
            result = ($signed(a) < $signed(b)) ? 64'b0 : 64'b1;
        if (result == 64'b0)  
            zero = 1;
        else
            zero = 0;
    end
endmodule
### run.sh
#!/bin/bash
# OpenROAD 26Q1-2900-gdf79404cd8, Yosys 0.63+post, stock flow scripts
make -C /OpenROAD-flow-scripts/flow DESIGN_CONFIG=/design/flow/config.mk WORK_HOME=/design/flow/orfs finish
==> reports/results.env <==
RUN_STATUS='completed'
CRITICAL_PATH.STARTPOINT_TYPE='input pin'
PIN_COUNT=197
NUMSYNTHFLOPS=64
VIA_COUNT_OF_THE_FIRST_GLOBAL_ROUTING_PASS=78180
LOG.WARNING_COUNT=160
FLOORPLAN.DIE_AREA_SQ_UM=194400
PLACEMENT.IO_BUFFERS=197
CRIT_END='zero'
SYNTH_ASYNC_SR_FLOP_SHARE=0
COUNT_OF_FLIP_FLOPS_WITH_A_BUILT_IN_ENABLE_AFTER_SYNTHESIS=0
ROUTE.DETAILED.VIAS_PER_INST=5.816
UNCLOCKED_PINS=64
FLOORPLAN.INITIALDENSITY=0.4040
SYNTHFLOPTYPE='sky130_fd_sc_hd__dlxtn_1'
VIAS=73180
SYNTH_CELL_TYPE_COUNT=90
POWER_DENSITY_nW_PER_UM2=8.785
CRITICAL_PATH_REQUIRED_NS=16.96
TMIN_FINAL_NS=21.05
CRITPATHKIND='in -> out'
IR_DROP_V=0.00001151
CRITICAL_PATH.MAX_STAGE_DELAY_NS=0.77
DRC_ERRORS=0
TIMING.HOLD.WORST.CLASS='in -> out'
WL_PER_CELL_MICRONS=32.36
FINAL_MAX_SLEW_VIOL_COUNT=0
DP_HPWL_MICRONS=331100
CRIT_PATH_START='b[21]'
TIMING.CRITICAL_PATH.ARRIVAL_NS=16.81
SYN_TO_FINAL_GROWTH_PCT=14.99
POSTROUTEWIRELENGTH_MICRONS=407200
CRITICAL_PATH.MOST_COMMON_CELL='sky130_fd_sc_hd__fa_1'
SYNTH-WARNING-COUNT=1
NUMBER_OF_ANTENNA_VIOLATIONS_AT_THE_FIRST_CHECK_IN_GLOBAL_ROUTING=35
DIE_X_MICRONS=441.0
COREAREA_SQ_UM=190800
LARGEST_REGISTER_FF_COUNT=64
DRT_ITER0_DRC=5168
YOSYS_CELLS=9509
TOTALPOWERFINAL_uW=778.7
SYNTHESIS.AREA_SQ_UM=77070
GRT_FIRST_PASS_WIRELENGTH_MICRONS=575900
CRITICAL_PATH_DEPTH=43
POSTROUTEANTENNANETS=0
NUM_ROWS=160
FILLERINSTANCES=18540
GR-USAGE-ALL-LAYERS=0.4517
POWER_LEAKAGE_uW=0.04305
DR.PASS1.ITERS=8
MAX_SLEW_MARGIN=0.1844
TIMING_WORST_SLEW_PIN_VALUE_NS=1.193
UNCONSTRAINED_ENDPOINTS=128
FIN_HOLD_WS_NS=9.836
CTS_HOLD_REPAIR.BUFFERS=0
YOSYS.AREA.TOP_TYPE_SHARE=0.4761
SWITCHING_SHARE=0.7072
CRIT_FANOUT=13
FLOORPLAN.DIE.HEIGHT_MICRONS=441.0
WORST_PATH_DOMINANT_CELL_FAMILY='adder cells'
SYNTH.LARGEST_AREA_CELL='sky130_fd_sc_hd__fa_1'
SETUP.WORST_PATH.END_CLASS='primary output'
MIN_PERIOD_OVER_PERIOD=0.9928
GRT_START_MAX_NET_PINS=83
POST_SYNTH_MAIN_AREA_CONTRIBUTORS='sky130_fd_sc_hd__fa_1 48%, sky130_fd_sc_hd__inv_1 10%, sky130_fd_sc_hd__ha_1 8.2%, sky130_fd_sc_hd__nand2_1 6.5%, sky130_fd_sc_hd__nor3_1 4.7%'
ROUTABILITYCONGESTION=1.098
HOLD_VIOLATIONS=0
CRIT_BUF_INV=14
SYNTHCELLS=9509
SETUP_VIOLATIONS=0
GLOBAL_ROUTE.OVERFLOW_TOTAL=0
NET-SWITCHING-POWER_uW=550.6
SYN_AVG_CELL_AREA_SQ_UM=8.105
YOSYS.STAT.CHIPAREA_SQ_UM=77070
TIMING.MAX_CAP.VIOLATIONS=0
INTERNAL_POWER_uW=228.0
FRACTION_OF_FINAL_LAYOUT_CELLS_WITH_DRIVE_STRENGTH_GREATER_THAN_1=0.1184
CRITICAL-PATH-SLOWEST-CELL='sky130_fd_sc_hd__or4_4'
FMAX_MHz=47.51
==> cell families after synthesis <==
group | after synthesis | synth area share
buffers and inverters | 2799 | 0.1367
and+or+nand+nor | 3010 | 0.1771
adders and majority gates | 2336 | 0.5578
muxes | 25 | 0.003442
xor gates and xnor gates | 173 | 0.01966
latches | 64 | 0.01247
AOI/OAI and AO/OA | 1102 | 0.09281
==> cells in the mapped netlist (all sizes together), types with 44 or more instances <==
| library cell | instances |
|---|---|
| inv | 2125 |
| a21oi | 306 |
| nand3 | 89 |
| fa | 1833 |
| o21ai | 229 |
| o22ai | 51 |
| a211oi | 46 |
| a21o | 51 |
| buf | 98 |
| nand4 | 58 |
| nor4 | 166 |
| and2 | 113 |
| ha | 503 |
| nor3 | 720 |
| clkbuf | 563 |
| nand2 | 1336 |
| xnor2 | 147 |
| a31oi | 44 |
| dlxtn | 64 |
| nor2 | 374 |
==> tightest hold or removal path, cell delays in order <==
cell and delay, ns:
sky130_fd_sc_hd__buf_2 0.30, sky130_fd_sc_hd__o221ai_1 0.17, sky130_fd_sc_hd__nand3_1 0.09, sky130_fd_sc_hd__nand4_1 0.16, sky130_fd_sc_hd__nor3_2 0.07, sky130_fd_sc_hd__buf_4 0.12, sky130_fd_sc_hd__nand3_1 0.12, sky130_fd_sc_hd__nor4_2 0.07
sky130_fd_sc_hd__dlygate4sd2_1 0.23
==> through the flow <==
stage	worst slack (ns)	area, sq um	setup TNS, ns	std cells	util
global placement	-1.322	87910	-1.322	12550	0.4608
detailed placement	-1.114	87910	-1.114	12550	0.4608
CTS	0.2028	88250	0	12560	0.4626
finish	0.1530	88630	0	12580	0.4646
global route	-0.004333	88590	-0.004333	12570	0.4643
floorplan	1.971	77070	0	9509	-
==> cells in the final DEF, fill, tap and decap left out, types with 22 or more instances in the layout <==
cell	Yosys	final
sky130_fd_sc_hd__diode_2	0	23
sky130_fd_sc_hd__o211ai_1	36	36
sky130_fd_sc_hd__nor2b_1	27	26
sky130_fd_sc_hd__fa_1	1833	1830
sky130_fd_sc_hd__nor2_1	372	352
sky130_fd_sc_hd__nand3_1	89	80
sky130_fd_sc_hd__buf_2	20	27
sky130_fd_sc_hd__clkdlybuf4s50_1	0	168
sky130_fd_sc_hd__buf_12	0	55
sky130_fd_sc_hd__a211oi_1	46	45
sky130_fd_sc_hd__buf_4	0	934
sky130_fd_sc_hd__nor4_1	164	150
sky130_fd_sc_hd__or3_1	23	22
sky130_fd_sc_hd__a21o_1	51	50
sky130_fd_sc_hd__and2_1	113	113
sky130_fd_sc_hd__xnor2_1	147	142
sky130_fd_sc_hd__nand2_1	1336	1329
sky130_fd_sc_hd__a31oi_1	44	42
sky130_fd_sc_hd__xor2_1	26	25
sky130_fd_sc_hd__o31ai_1	41	39
sky130_fd_sc_hd__a21oi_1	305	292
sky130_fd_sc_hd__dlxtn_1	64	64
sky130_fd_sc_hd__nand2b_1	30	30
sky130_fd_sc_hd__a221oi_1	34	33
sky130_fd_sc_hd__o221ai_1	23	22
sky130_fd_sc_hd__o21bai_1	38	36
sky130_fd_sc_hd__inv_1	2119	2117
sky130_fd_sc_hd__o21a_1	27	27
sky130_fd_sc_hd__ha_1	503	502
sky130_fd_sc_hd__nor3_1	720	703
sky130_fd_sc_hd__o21ai_0	226	218
sky130_fd_sc_hd__nand4_1	58	58
sky130_fd_sc_hd__o22ai_1	51	51
sky130_fd_sc_hd__mux2i_1	22	22
==> how the worst min path moves through the flow <==
| stage | from | endpoint | cells after the start |
|---|---|---|---|
| CTS | op[0] | zero | 9 |
| finish | op[0] | zero | 9 |
| global route | op[0] | zero | 9 |
==> power groups by stage <==
stage	registers (uW)	clock network, uW	logic [uW]
after CTS	20.1	0	723
after global routing	20.7	0.0000129	777
==> routing by layer <==
layer	track usage	routed length [microns]
met4	0.2475	30070
met5	0.04020	1346
met1	0.5574	141600
met3	0.2610	62690
met2	0.6269	171500
==> layout make-up <==
class | count | area, sq um | area share
multi-input cells | 6646 | 66300 | 0.7481
repair buffers | 1201 | 10140 | 0.1145
inverters | 2138 | 8025 | 0.09055
well taps | 2511 | 3142 | 0.03545
flip-flops and latches | 64 | 960.9 | 0.01084
diodes | 23 | 57.56 | 0.0006494
==> repair_timing <==
| item | 4_1_cts | 5_1_grt |
|---|---|---|
| cloned | 0 | 1 |
| endpoints found under the setup margin | 1 | 1 |
| gates resized | 64 | 56 |
| pin swaps | 13 | 17 |
| setup buffers | 8 | 4 |
Power and IR drop assume default switching activity.
